**config.mk**
```make
export PLATFORM = sky130hd
export DESIGN_NAME = nbits_adder
export DESIGN_NICKNAME = nbits_adder
export VERILOG_FILES = /design/flow/design.v
export SDC_FILE = /design/flow/constraint.sdc
export NUM_CORES = 4
export LEC_CHECK = 1
export CORE_AREA = 10 10 70 70
export DIE_AREA = 0 0 80 80
```
**constraint.sdc**
```tcl
current_design nbits_adder

set clk_period 7.1
set clk_io_pct 0.2

create_clock -name clk0 -period $clk_period

set non_clock_inputs [all_inputs -no_clocks]
set_input_delay [expr $clk_period * $clk_io_pct] -clock clk0 $non_clock_inputs
set_output_delay [expr $clk_period * $clk_io_pct] -clock clk0 [all_outputs]
```
**design.v**
```verilog
module nbits_adder #(
    parameter WIDTH = 8
) (
    input logic carry_in,
    input logic [WIDTH-1:0] a,
    input logic [WIDTH-1:0] b,
    output logic [WIDTH-1:0] sum,
    output logic carry_out
);
    logic middle_carry[WIDTH+1];
    assign middle_carry[0] = carry_in;
    assign carry_out = middle_carry[WIDTH+1];
    generate
        genvar bit_nb;
        for (bit_nb = 0; bit_nb < WIDTH; bit_nb++) begin
            full_adder u_full_adder
            (
                .a(a[bit_nb]),
                .b(b[bit_nb]),
                .carry_in(middle_carry[bit_nb]),
                .sum(sum[bit_nb]),
                .carry_out(middle_carry[bit_nb+1])
            );
        end
    endgenerate
endmodule
module full_adder (
    input logic a,
    input logic b,
    input logic carry_in,
    output logic sum,
    output logic carry_out
);
logic sum_inputs;
logic carry_inputs;
logic carry_sum;
half_adder half_adder_inputs
(
    .a,
    .b,
    .sum(sum_inputs),
    .carry(carry_inputs)
);
half_adder half_adder_sum
(
    .a(carry_in),
    .b(sum_inputs),
    .carry(carry_sum),
    .sum
);
assign carry_out = carry_inputs | carry_sum;
endmodule
module half_adder (
    input logic a,
    input logic b,
    output logic sum,
    output logic carry
);
    always_comb begin : add
        sum = a ^ b;
        carry = a & b;
    end : add
endmodule
```
**run.sh**
```bash
#!/bin/bash
# OpenROAD 26Q1-2900-gdf79404cd8, Yosys 0.63+post, stock flow scripts
make -C /OpenROAD-flow-scripts/flow DESIGN_CONFIG=/design/flow/config.mk WORK_HOME=/design/flow/orfs finish
```
==> run summary <==
run results: Clock power frac=0%, Initial DRC Count=0, Max Cap Viol=0, antenna diode count=0, Tool Warnings=32, P_sw=roughly 8.7 uW, Tcrit/Tclk final=93.54%, global-route wire length before repair=1.069 mm, routed wire length=about 710 um, top cells, area=fa_1 56%, buf_4 27%, xnor3_1 9.0%, inv_1 6.0%, conb_1 1.5%, Final min period=6.641 ns, Netlist cell types=5, fp_density=7.289%, Final GP Congestion=0.8159, port bufs=25, setup violators final=0, Yosys top cell by instances=buf_4, part of the power in registers=0%, HP Class=in2out, yosys warning tally=4, Detail Route met3 WL=203 um, largest net degree at the start of global routing=2, Final ANT Viol Nets=0, Layout Cells excl Fill=84, Seq cells=0, DIE HEIGHT=around 80 um, average wire per standard cell=8.429 um, LEAKAGE=0.0001891 uW, drc violations=0, vias in the first global route=about 210, chip area=0.006400 sq mm, WP data arrival=5.22 ns, Synth top cells by count=9 x buf_4, 7 x fa_1, 4 x inv_1, Min-Delay Endpoint=sum[6], Yosys chip area=249.0 sq um, Comb area=around 170 sq um, Area Growth Syn to Fin=96.48%, Largest type area fraction=56.28%, switching share of power=23.86%, internal power=27.64 uW, DRT Pass-1 Iters=1, Die X=80 um, Critical Path End Type=output port, hold_buf cts=0, RSZ-0062 raised after global routing=false, clock buffers=0, setup bufs post-CTS=0, Seq. cell area=0 sq um, mean post-synth cell area=11.32 sq um, Slowest Stage Delay on Critical Path=0.46 ns, Critical Path RT=between 5 and 6 ns, Crit Path Max Fanout=1, combinational cell fraction of total power=100.0%, worst path buffer plus inverter count=4, depth of the worst hold-timing path=5, I/O pins=26, post-CTS resize count=0, number of fill cells=392, DR vias=194, register area share after synthesis=0%, max-slew violation count=0, Mapped Area=about 250 sq um, Placeable Area=0.003416 sq mm, Post-Syn Instances=22, initial antenna violation count=0, Max IR drop VDD=around 0.022 mV, CP cell instances=clkdlybuf4s50_1 > fa_1 > fa_1 > fa_1 > fa_1 > fa_1 > fa_1 > inv_1 > fa_1 > inv_1 > clkdlybuf4s50_1, Largest delay share family, worst path=adder cells, yosys stat cell total=22, most used cell, CP=fa_1, All-Layer GR Usage=between 2 and 2.5%, Fin. Hold Viols=0, WS Path Type=in2out, Startpoint Class=input pin, Final TNS setup=0 ns, DR WL met2=199 um, Power Density=74.20 mW/mm^2, outcome=finished, final reports clean, dpl hpwl=715.4 um, dpl cells=~84, Top Layer Used=met3, Hold Startpoint=b[6], row cnt=21, Achievable Freq=150.6 MHz, CP max stage cell=clkdlybuf4s50_1, Via-to-Cell Ratio=~2.3, M1 WL=306 um, GRT overflow=0, share of cells above drive strength 1=0%, area leader, netlist=fa_1
## kinds of logic after synthesis
kind of cell | after synthesis | share of synthesized area (%)
buf+inv | 13 | 33.16
fa+ha+maj | 7 | 56.28
xor+xnor | 1 | 9.045
other cells | 1 | 1.506
## power by group through the flow
| stage | Clock [uW] | Sequential [uW] | Combinational [uW] |
|---|---|---|---|
| global route | 0 | 0 | 41.0 |
| finish | 0 | 0 | 36.3 |
| CTS | 0 | 0 | 37.7 |
## placed cells by master (no fill, tap or decap)
cell type | Yosys | routed
xnor3_1 | 1 | 1
fa_1 | 7 | 7
inv_1 | 4 | 4
conb_1 | 1 | 1
clkdlybuf4s50_1 | 0 | 25
## final cells by class
| cell class | instances | area share (%) |
|---|---|---|
| Inverter | 4 | 3.069 |
| Multi-Input combinational cell | 9 | 34.02 |
| Tap cell | 46 | 11.76 |
| Timing Repair Buffer | 25 | 51.15 |
## how the worst max path moves through the flow
stage	from	end	slack, ns	cells past startpoint
final	a[0]	sum[6]	0.46	11
after global routing	a[0]	sum[6]	0.30	11
after CTS	a[0]	sum[6]	0.42	11
## per-stage QoR
step	setup WS (ns)	util, %	instance area, sq um	hold slack, ns	power [uW]
floorplan	1.371	-	249.0	3.054	19.00
global placement	0.4397	14.32	489.2	3.911	37.89
detailed placement	0.4323	14.32	489.2	3.904	37.55
CTS	0.4174	14.32	489.2	3.913	37.73
global route	0.3000	14.32	489.2	3.943	40.98
finish	0.4587	14.32	489.2	3.898	36.30
## layer usage
layer | track usage (%) | up-vias
met3 | 1.932 | 0
li1 | - | 84
met4 | 0 | 0
met5 | 0 | -
met2 | 2.648 | 24
met1 | 2.694 | 86
Power is estimated from default activity; no workload was simulated.
